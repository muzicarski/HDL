## config.mk

```make
export PLATFORM = sky130hd
export DESIGN_NAME = m_counter
export DESIGN_NICKNAME = m_counter
export VERILOG_FILES = /design/flow/design.v
export SDC_FILE = /design/flow/constraint.sdc
export NUM_CORES = 4
export LEC_CHECK = 1
export CORE_AREA = 10 10 88 88
export DIE_AREA = 0 0 98 98
```

## constraint.sdc

```tcl
current_design m_counter

set clk_period 2.2
set clk_io_pct 0.2

create_clock -name clk0 -period $clk_period [get_ports {clk}]

set non_clock_inputs [all_inputs -no_clocks]
set_input_delay [expr $clk_period * $clk_io_pct] -clock clk0 $non_clock_inputs
set_output_delay [expr $clk_period * $clk_io_pct] -clock clk0 [all_outputs]
```

## design.v

```verilog
typedef enum {READ = 0, WRITE = 1, RW = 2} op_t;
`timescale 1ns / 1ps
`timescale 1ns / 1ps
module dec_counter(en,reset,clk,q,pulse
		   );
   input en, reset, clk;
   output pulse;
   output [3:0] q;
   reg [3:0] 	    count_s;
   reg 		    pulse_r;
   always @(posedge clk)
     begin : sync_counter
	if(reset) begin : reset_action
	   count_s <= 4'b0000;
	   pulse_r <= 1'b0;
	end  
	else if(en)
	  begin : count_up
	     if(count_s == 4'h9) begin : count_ten
		count_s <= 4'h0;
		pulse_r <= 1'h0;
	     end  
	     else if(count_s == 4'h8) begin : rise_pulse
		count_s <= count_s +1'b1;
		pulse_r <= 1'h1;
	     end 
	     else begin : normal_count
		count_s <= count_s + 1'b1;
		pulse_r <= pulse_r;
	     end  
	  end  
	else begin : stop_count
	  count_s <= count_s;
	   pulse_r <= pulse_r;
	end 
     end  
   assign q = count_s;
   assign pulse = pulse_r;
endmodule
module m_counter(clk,en,reset,q,pulse
		 );
   input clk, en, reset;
   output pulse;
   output [11:0] q;
   wire clk_w, en_w, pulse1_w, pulse2_w, pulse3_w, reset_w;
   wire [11:0] q_w;
   dec_counter d1(.clk(clk_w),
		  .reset(reset_w),
		  .en(en_w),
		  .pulse(pulse1_w),
		  .q(q_w[3:0]));
   dec_counter d2(.clk(clk_w),
		  .reset(reset_w),
		  .en(pulse1_w & en_w),
		  .pulse(pulse2_w),
		  .q(q_w[7:4]));
   dec_counter d3(.clk(clk_w),
		  .reset(reset_w),
		  .en(pulse2_w & pulse1_w & en_w),
		  .pulse(pulse3_w),
		  .q(q_w[11:8]));
   assign q = q_w;
   assign pulse = pulse3_w;
   assign clk_w = clk;
   assign reset_w = reset;
   assign en_w = en;
endmodule
```

## run.sh

```bash
#!/bin/bash
# OpenROAD 26Q1-2900-gdf79404cd8, Yosys 0.63+post, stock flow scripts
make -C /OpenROAD-flow-scripts/flow DESIGN_CONFIG=/design/flow/config.mk WORK_HOME=/design/flow/orfs finish
```

==> run summary <==
The implementation run finished. The run finished with clean final reports. Maximum fanout along the worst path landed at 7. The highest clock rate this design can be run at is 597.5 MHz. Area fraction in mux cells landed at 3.279%.

Via count of the first global-routing pass landed at 520. The routed design ends up with an antenna cell count of 0. Portion of the post-synthesis area used by sequential elements landed at 43.72%. Share of the core filled with cells in the final layout landed at 16.38%. In the synthesized netlist the dominant register cell turns out to be sky130_fd_sc_hd__dfxtp_1. After synthesis, the largest family of logic cells by area is simple AND/OR/NAND/NOR gates. For this sky-water flow run, the detailed-routed wirelength per cell is reported as 9.917 um. Worst-case vdd ir drop landed at 0.4667 mV. Netlist area before placement landed at 686.9 um^2.

Per the detail_route report, the via count comes to 567. Worst hold margin landed at 0.4632 ns. The first global-routing pass estimated 2649 um of wire. The iteration count recorded for the first detailed-route pass is 3. Across all checked pins, the minimum headroom to the slew limit is 70.46%. Number of gates resized after cts landed at 0.

Buffers placed on the I/O ports in this run total 15. CTS built an H-tree with a depth of 1. Final critical-path setup slack landed at 0.5263 ns. Detailed router's first-iteration violation count landed at 26. Setup repair after global routing left no endpoint under its margin.

Final total negative setup slack landed at 0 ns. Total power density per cell area landed at 542.3 nW/um^2. The detailed router reported a total wirelength of 1666 um. The area recorded from the Yosys report for this design is 686.9 um^2.

met2 is the most crowded layer. Slew at the pin with the worst max-slew slack landed at 0.4417 ns. For this run, the final setup violation count is recorded as 0. On the worst path, the slowest cell contributes a delay of 0.53 ns. According to the timing report, the data required time at the worst endpoint equals 1.76 ns. Final hold violation count landed at 0. Between clock sinks in the finished design, the worst skew comes to 0.004042 ns. The synthesized netlist was found by Yosys to have 75 cells. After Yosys synthesis, AND-OR and OR-AND compound gates account for 14.21% of the synthesized area. Per the post-CTS timing run, clock transition at the registers of the reported paths is 0.06 ns. The initial antenna violation count was 0. Weighted congestion at the end of routability-driven global placement landed at 0.7922. The script logs the ratio of routed vias to standard cells as 3.375.

The initial utilization of the core area, before any placement, comes to 11.60%. The synthesized design spends more area on one cell type than any other, namely sky130_fd_sc_hd__dfxtp_1. Cell count after synthesis landed at 75. I/O pin count landed at 16. Count of flip-flops with a built-in enable after synthesis landed at 0. Final routed DRC violation total landed at 0. In this run the horizontal extent of the chip is 98 um. Placeable core region landed at 5921 um^2. The min-delay analysis places its worst path in the category flop to flop. Global routing finished with a remaining overflow of 0. The critical path's slowest stage uses the library cell sky130_fd_sc_hd__clkdlybuf4s50_1. In this run, the synthesized area fraction spent on adder and majority cells is recorded as 0%. For reference, the critical path cell chain is clkdlybuf4s50_1. The clock reaches the later pin of the worst-skew pair after 0.24 ns. After the flow finishes, the layout carries non-filler instances totaling 168. The tool flagged a number of max-cap violations equal to 0. The synthesized netlist contains 26 unique library cells. Half-perimeter wire length of the detailed placement result landed at 1291 um. TritonCTS built the clock tree. Counting instances in the post-synthesis netlist gives the leading cell types as sky130_fd_sc_hd__dfxtp_1, sky130_fd_sc_hd__nor2_1, sky130_fd_sc_hd__a21oi_1. Ranked by total cell area, the synthesized netlist is headed by sky130_fd_sc_hd__dfxtp_1, sky130_fd_sc_hd__a21oi_1, sky130_fd_sc_hd__xor2_1, sky130_fd_sc_hd__nor2_1, sky130_fd_sc_hd__nor2b_1.

Chip height landed at 98 um. Final number of max-transition violations landed at 0. The worst setup path is captured at a primary output.

OpenROAD warning count landed at 25. TritonCTS sink count landed at 15. Instance count after placement with tap cells included landed at 164. The routed design could run at a clock period as short as 1.674 ns. Averaged over all synthesized cells, the footprint is 9.159 um^2. The analysis attributes to cell leakage a power of 0.0003024 uW. After clock tree synthesis, the setup repair step added 0 buffers. In this run, post-CTS hold repair placed 0 buffers. The synthesized netlist devotes 26.23% of its cell area to simple gates. Number of buffers created by CTS landed at 3. Counting along the longest clock path gives a buffer depth of 2. Post-route period utilization is reported as 76.08%. Worst setup slack before clock tree synthesis landed at 0.3011 ns. Remaining number of nets flagged by the antenna check after routing landed at 0. The post-synth register bit count is 15. Total die size landed at 9604 um^2.

Buffer and inverter count on the worst path landed at 1. In this run the biggest area consumer among cell types represents 43.72% of the synthesized area. STA classifies the critical path startpoint as a flop. For met1 alone, demand over resource in global routing was 4.576%. Grouping stages by cell kind, the critical path spends the most delay in buffers and inverters.

Aggregate global-route resource usage landed at 3.326%. Number of cell rows landed at 28. Area added between synthesis and finish landed at 41.17%. Arrival time at the worst endpoint landed at 1.23 ns.

Counting flops with an async set or reset pin after synthesis yields a share of 0%. Fraction of layout instances using a drive strength above 1 landed at 11.83%. The global routing report lists met2 layer usage as 4.873%.

Routing resource usage on met3 recorded by global route was 1.351%. The most common cell in the synthesized netlist is sky130_fd_sc_hd__dfxtp_1. For reference, the most critical setup path is categorized as flop to primary output. For this run, the number of Yosys warnings is 1. Pin count of the biggest net entering global routing landed at 12. Per the CTS log, the root buffer master is sky130_fd_sc_hd__clkbuf_8. Per the synthesis report, the XOR/XNOR share of the synthesized area is 7.650%.
[registers in the layout, indices dropped and copies added (netlist names)]
signal      count
d1.count_s      4
d2.count_s      4
d3.count_s      4
d1.pulse_r      1
d2.pulse_r      1
d3.pulse_r      1
[path summary, 6_finish.rpt]
check             endpoint  slack [ns]           from  cells after the start
max                   q[5]        0.53  d2.count_s[1]                      1
min             d3.pulse_r        0.46     d3.pulse_r                      2
min reg2reg     d3.pulse_r        0.46     d3.pulse_r                      2
max reg2reg  d3.count_s[3]        0.84     d1.pulse_r                      3
[metrics by stage]
stage	area, um^2	total power, uW
4_1_cts	969.7	537.7
5_1_grt	969.7	555.1
3_3_place_gp	923.4	315.9
2_1_floorplan	686.9	302.2
6_report	969.7	525.9
3_5_place_dp	923.4	315.9
[routing by layer]
metal / vias to the layer above / share of wire (%)
met2: 11 / 42
met4: 0 / 0.84
met5: - / 0
met3: 2 / 5.5
li1: 307 / -
met1: 247 / 52
[logic make-up (layout without fill, tap and decap cells)]
kind of cell / count (synthesis) / in the layout
AND/OR/NAND/NOR: 31 / 31
AND-OR/OR-AND: 15 / 15
flip-flops: 15 / 15
XOR/XNOR: 6 / 6
buffers and inverters: 6 / 24
multiplexers: 2 / 2
[cell type report]
cell class / count / area (um^2)
clock buffer: 3 / 41.29
tap: 75 / 93.84
inverter: 3 / 11.26
timing repair buffer: 17 / 165.2
sequential: 15 / 300.3
multi-input combinational: 54 / 352.8
fill: 652 / 4951
clock inverter: 1 / 5.005
[power by group]
part           leakage, uW  internal, uW  switching, uW
clock network    0.0000255           125           91.2
logic             0.000156          16.6           12.5
registers         0.000121           275           5.13
[layout by cell type (no fill, tap or decap)]
master / synthesis / routed
sky130_fd_sc_hd__o41ai_1: 1 / 1
sky130_fd_sc_hd__o31ai_1: 1 / 1
sky130_fd_sc_hd__or3_2: 2 / 2
sky130_fd_sc_hd__a21oi_1: 7 / 7
sky130_fd_sc_hd__nor2_1: 8 / 8
sky130_fd_sc_hd__a211o_1: 1 / 1
sky130_fd_sc_hd__a211oi_1: 2 / 2
sky130_fd_sc_hd__or3_1: 1 / 1
sky130_fd_sc_hd__nand2b_1: 1 / 1
sky130_fd_sc_hd__nand4_1: 2 / 2
sky130_fd_sc_hd__nand2_1: 5 / 5
sky130_fd_sc_hd__clkdlybuf4s50_1: 0 / 15
sky130_fd_sc_hd__nand4_2: 1 / 1
sky130_fd_sc_hd__nor4bb_1: 1 / 1
sky130_fd_sc_hd__buf_4: 3 / 2
sky130_fd_sc_hd__inv_1: 3 / 3
sky130_fd_sc_hd__mux2_2: 2 / 2
sky130_fd_sc_hd__or4b_1: 2 / 2
sky130_fd_sc_hd__xnor2_1: 2 / 2
sky130_fd_sc_hd__o21ai_0: 1 / 1
sky130_fd_sc_hd__clkinv_2: 0 / 1
sky130_fd_sc_hd__nor2b_1: 4 / 4
sky130_fd_sc_hd__nand3_1: 3 / 3
sky130_fd_sc_hd__xor2_1: 4 / 4
sky130_fd_sc_hd__a221oi_1: 1 / 1
sky130_fd_sc_hd__o32ai_1: 1 / 1
sky130_fd_sc_hd__and3b_1: 1 / 1
sky130_fd_sc_hd__clkbuf_8: 0 / 3
sky130_fd_sc_hd__dfxtp_1: 15 / 15
Power figures rest on the tool's default switching activity, not on a simulated workload.
