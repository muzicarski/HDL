<file path="design/flow/design.v">
typedef enum {READ = 0, WRITE = 1, RW = 2} op_t;
module fifo (
    clk      ,  
    rst      ,  
    data_in  ,  
    rd_en    ,  
    wr_en    ,  
    data_out ,  
    empty    ,  
    full        
);
parameter DATA_WIDTH = 8;
parameter ADDR_WIDTH = 8;
parameter FIFO_DEPTH = (1 << ADDR_WIDTH);
input clk;
input rst;
input rd_en;
input wr_en;
input [DATA_WIDTH-1:0] data_in;
output full;
output empty;
output [DATA_WIDTH-1:0] data_out;
reg [DATA_WIDTH-1:0] mem [0:FIFO_DEPTH-1];
reg [ADDR_WIDTH-1:0] wr_pointer;
reg [ADDR_WIDTH-1:0] rd_pointer;
reg [ADDR_WIDTH-1:0] status_cnt;
reg [DATA_WIDTH-1:0] data_out;
assign full = (status_cnt == FIFO_DEPTH);
assign empty = (status_cnt == 0);
always @ (posedge clk or posedge rst)
begin : WRITE_POINTER
  if (rst) begin
    wr_pointer <= 0;
  end
  else if (wr_en & ~full) begin
    mem[wr_pointer] <= data_in;
    wr_pointer <= wr_pointer + 1;
  end
end
always @ (posedge clk)
begin : READ_POINTER
  if (rst) begin
    data_out <= 0;
    rd_pointer <= 0;
  end
  else if (rd_en) begin
    data_out <= mem[rd_pointer];
    rd_pointer <= rd_pointer + 1;
  end
end
always @ (posedge clk)
begin : STATUS_COUNTER
  if (rst)
    status_cnt <= 0;
  else if (rd_en && !(wr_en && ~full) && (status_cnt != 0))
    status_cnt <= status_cnt - 1;
  else if (wr_en && !(rd_en && !empty) && (status_cnt != FIFO_DEPTH))
    status_cnt <= status_cnt + 1;
end
endmodule
</file>
<file path="design/flow/run.sh">
#!/bin/bash
# OpenROAD 26Q1-2900-gdf79404cd8, Yosys 0.63+post, stock flow scripts
make -C /OpenROAD-flow-scripts/flow DESIGN_CONFIG=/design/flow/config.mk WORK_HOME=/design/flow/orfs finish
</file>
<file path="design/flow/config.mk">
export PLATFORM = sky130hd
export DESIGN_NAME = fifo
export DESIGN_NICKNAME = fifo
export VERILOG_FILES = /design/flow/design.v
export SDC_FILE = /design/flow/constraint.sdc
export NUM_CORES = 4
export LEC_CHECK = 1
export CORE_UTILIZATION = 40
</file>
<file path="design/flow/constraint.sdc">
current_design fifo

set clk_period 6.4
set clk_io_pct 0.2

create_clock -name clk0 -period $clk_period [get_ports {clk}]

set non_clock_inputs [all_inputs -no_clocks]
set_input_delay [expr $clk_period * $clk_io_pct] -clock clk0 $non_clock_inputs
set_output_delay [expr $clk_period * $clk_io_pct] -clock clk0 [all_outputs]
</file>
==> impl_metrics.toml <==
# generated from flow reports
[outcome]
status = "complete, but fails checks"
violations = "max-capacitance violations, max-slew violations"

[final_timing]
period_used_share = 0.974
drv_slew = 26
setup_viol = 0
tightest_slew_ns = 1.76
rsz0062_at_grt = "no"
tns_ns = 0
hold_viol = 0
finClkSkew_ns = 0.0476
max_clock_freq_mhz = 160
max_slew_margin = -0.180
setup_slack_ns = 0.166
min_period_ns = 6.23
fin_hold_ws_ns = 0.499

[logic_synthesis]
synthFlopType = "edfxtp_1"
synthCells = 5019
yosysSeqAreaShare = 0.775
synth.distinct_cells = 78
ys_area_um2 = 80200
edf_count = 2048
synth_flops = 2080
syn_avg_cell_area_um2 = 16.0
syn_area_um2 = 80200
async_flop_share = 0.00385
ys_warn_count = 2
synth_stat.cells = 5019

[route]
wire_per_inst_um = 72.0
drt-initial-drc-count = 9843
vias = 69543
ant_nets = 0
finalWirelength_um = 621000
drc = 0
post_drt_via_cell_ratio = 8.06
drt-pass1-iter-count = 9

[floorplan]
die_y_um = 450
placementRows = 164
chipWidth_um = 450
pin_count = 22
fp_util = 0.402
dieArea_um2 = 202000
fp.coreArea_um2 = 199000

[worst_setup_path]
cp_slowest_stage_delay_ns = 1.02
reg2regPathDepth = 12
path_cells = "buf_4, nand2b_1, buf_4, nor3_1, a31oi_1, nand4_1, nor4_1, buf_4, nand4_1, or4_1, o21ai_0, a21oi_1"
r2r-start = "rd_pointer[2]"
crit_start = "rd_pointer[2]"
critPathLaunchType = "flop"
crit_arrival_ns = 6.99
cp_common_cell = "buf_4"
cp_max_fo = 39
timing.rr.end = "data_out[7]"
endpoint_kind = "flop"
endpoint = "data_out[7]"
slowest_stage = "nand2b_1"
worst_ep_required_time_ns = 7.15
rrSetupSlack_ns = 0.17
crit_type = "flop to flop"

[job]
warnings = 34
drv.max_cap_violation_count = 7

[grt]
grt_pass1_vias = 66008
grt_util_met3 = 0.655
grt_use_total = 0.669
gr-usage-met1 = 0.629
grt_pass1_wl_um = 766000
top_usage_layer = "met2"
grt-ovfl-total = 0
antenna_found_initial = 106
grt_max_degree = 92
grt_use_met2 = 0.753

[cts]
cts_root_buffer = "clkbuf_16"
cts_buffers = 216
post_cts_resized = 0
clkTransAtPathRegs_ns = 0.06
ctsHoldBuffers = 0
htree_levels = 4
clk_latency_ns = 0.93
cts_buffer_depth = 3
post_cts_buffers = 0
tritoncts = "yes"
cts_sinks = 2080

[final_layout]
final_cell_mix = "edfxtp_1 (2048), buf_4 (714), a22oi_1 (454)"
lay_top_count = "edfxtp_1"
fin_util = 0.481
drive_above_1_share = 0.199
area.growth.synth_to_final_pct = 19.5
layout.cells.non_filler = 8628
stdcell_area_um2 = 95900

[place]
io_buffers = 20
dp_cells = 8066
gp_congestion = 1.31
dpl-instance-area_um2 = 88700
post-place-ws_ns = 0.973
dpl.hpwl_um = 433000

[power_and_ir_drop]
p_leak_nw = 29.9
power.total_mw = 29.4
ir_worst_vdd_mv = 0.297
powerDensity_nw_per_um2 = 307

[min_path]
hold_class = "flop to flop"
## layout make-up
class	count	area (um2)
repair buffers	769	6240
fillers	16736	104000
clock inverters	117	993
multi-input cells	2549	16900
diodes	167	418
flip-flops and latches	2080	62200
well taps	2656	3320
clock buffers	273	5700
inverters	17	63.8
## worst min path at each step
stage / start / slack, ns / cells after the start / end
global route: status_cnt[5] / 0.52 / 2 / status_cnt[5]
finish: status_cnt[5] / 0.50 / 2 / status_cnt[5]
CTS: status_cnt[5] / 0.50 / 2 / status_cnt[5]
## kinds of logic (layout without fill, tap and decap cells)
logic type,Yosys count,after routing,synth area share
flops,2080,2080,0.775
simple gates,1176,1176,0.0729
other cells,1,168,0.0000467
mux,38,38,0.00488
xor+xnor,23,23,0.00251
fa+ha+maj,15,15,0.00243
compound gates,1296,1296,0.122
buf+inv,390,1176,0.0199
## cell usage after synthesis, types with 14 or more instances
cell type / count / share of area
a21oi_1: 86 / 0.0054
inv_1: 17 / 0.00080
dfxtp_1: 24 / 0.0060
a32oi_1: 198 / 0.022
a2111oi_0: 17 / 0.0019
a32o_1: 25 / 0.0031
edfxtp_1: 2048 / 0.77
clkbuf_1: 219 / 0.010
xnor2_1: 15 / 0.0016
ha_1: 14 / 0.0022
nand2_1: 128 / 0.0060
buf_1: 77 / 0.0036
a31oi_1: 28 / 0.0022
or4_1: 29 / 0.0027
nand4_1: 108 / 0.0084
o21ai_0: 62 / 0.0039
nor2_1: 460 / 0.022
and3_1: 21 / 0.0016
nor4_1: 67 / 0.0052
nor3_1: 51 / 0.0032
a22oi_1: 454 / 0.042
buf_2: 64 / 0.0040
a22o_1: 81 / 0.0088
nand3_1: 198 / 0.012
mux2i_1: 29 / 0.0036
o211ai_1: 15 / 0.0014
a221oi_1: 60 / 0.0066
o22ai_1: 159 / 0.012
nor2b_1: 14 / 0.0011
a222oi_1: 27 / 0.0034
## flip-flops by register name, indices dropped and copies added, names as in the netlist
signal	count
rd_pointer	8
status_cnt	8
wr_pointer	8
mem	2048
data_out	8
## power by group
| group | switching [mW] | internal (mW) | leakage, nW |
|---|---|---|---|
| clock network | 5.65 | 6.79 | 3.25 |
| logic | 1.48 | 0.355 | 7.93 |
| registers | 0.0971 | 15.1 | 18.7 |
## per-layer routing
layer	up-vias	wire length, um
met5	-	12300
met4	254	78800
met3	3384	137000
met2	9806	228000
met1	33873	166000
li1	22226	-
## critical path, delay by kind of cell, from the launching register on
family                 cells  cell delay [ns]
AND-OR/OR-AND              3             1.03
buffers and inverters      3             1.11
flip-flops                 1             0.80
AND/OR/NAND/NOR            6             3.06
Power and IR drop assume default switching activity.
